`flow/design.v`:
```
module seg7 (
    input logic [3:0] bcd,       
    output logic [6:0] leds      
);
    always_comb begin
        case (bcd)
            4'b0000: leds = 7'b1000000;  
            4'b0001: leds = 7'b1111001;  
            4'b0010: leds = 7'b0100100;  
            4'b0011: leds = 7'b0110000;  
            4'b0100: leds = 7'b0011001;  
            4'b0101: leds = 7'b0010010;  
            4'b0110: leds = 7'b0000010;  
            4'b0111: leds = 7'b1111000;  
            4'b1000: leds = 7'b0000000;  
            4'b1001: leds = 7'b0010000;  
            default: leds = 7'bXXXXXXX;  
        endcase
    end
endmodule
```
`flow/run.sh`:
```
#!/bin/bash
# OpenROAD 26Q1-2900-gdf79404cd8, Yosys 0.63+post, stock flow scripts
make -C /OpenROAD-flow-scripts/flow DESIGN_CONFIG=/design/flow/config.mk WORK_HOME=/design/flow/orfs finish
```
`flow/config.mk`:
```
export PLATFORM = sky130hd
export DESIGN_NAME = seg7
export DESIGN_NICKNAME = seg7
export VERILOG_FILES = /design/flow/design.v
export SDC_FILE = /design/flow/constraint.sdc
export NUM_CORES = 4
export LEC_CHECK = 1
export CORE_AREA = 10 10 70 70
export DIE_AREA = 0 0 80 80
```
`flow/constraint.sdc`:
```
current_design seg7

set clk_period 1.2
set clk_io_pct 0.2

create_clock -name clk0 -period $clk_period

set non_clock_inputs [all_inputs -no_clocks]
set_input_delay [expr $clk_period * $clk_io_pct] -clock clk0 $non_clock_inputs
set_output_delay [expr $clk_period * $clk_io_pct] -clock clk0 [all_outputs]
```
==> impl_metrics.tcl <==
# flow metrics
set metrics [dict create \
    drt-wirelength-per-cell_um 7.65 \
    grt_max_degree 9 \
    intPower_uw 68.9 \
    tns_ns 0 \
    tool_warnings 38 \
    start_kind "input pin" \
    avgViaCountPerCell 2.44 \
    pre_cts_ws_ns -0.898 \
    die_area_um2 6400 \
    clock.fmax_mhz 839 \
    hold_depth 3 \
    gp_congestion 0.659 \
    leakagePower_uw 0.000184 \
    first_pass_iters 2 \
    top_area_cell "ha_1" \
    finalMaxSlewViolations 0 \
    critPathBufInv 3 \
    yosysWarnings 1 \
    hold_viol 0 \
    cp.required_ns 0.96 \
    critical_path_class "input pin to output pin" \
    crit_path_cell_trace "buf_8 > inv_8 > ha_2 > or2_1 > a21oi_2 > buf_2" \
    finalCriticalPeriod_ns 1.19 \
    ant_nets 0 \
    area_growth_pct 194 \
    slew_headroom_pct 92.9 \
    core_area_um2 3420 \
    yosysChipArea_um2 155 \
    cpLargestDelayFamily "buffers and inverters" \
    setup_ws_ns 0.00749 \
    diodes 0 \
    top_cells_by_area "ha_1, a21oi_1, nand2b_1, or2_1, mux2i_1" \
    path_max_fanout 3 \
    rows 21 \
    flops 0 \
    yosys.cell_types.count 10 \
    status "complete, no violations" \
    globalRouteOverflowTotal 0 \
    final_core_util_pct 13.4 \
    tightest_slew_ns 0.104 \
    drcViolationCount 0 \
    synth_area_um2 155 \
    grt_pass1_wl_mm 1.01 \
    drive_gt1_share_pct 84.2 \
    antenna_found_initial 0 \
    min_to "leds[2]" \
    worstPathArrival_ns 0.95 \
    p_per_area_nw_per_um2 257 \
    portBuffers 11 \
    drt_wl_total_um 643 \
    netSwitchingFraction_pct 41.4 \
    ios 11 \
    hold_slack_ns 0.801 \
    drtIter0Drc 2 \
    max_stage_delay_ns 0.22 \
    peakVddDrop_v 0.0000407 \
    syn_inst 21 \
    ys_seq_share_pct 0 \
    avgSynthCellArea_um2 7.39 \
    die_h_um 80 \
    hpwl_um 506 \
    post-route-period-util_pct 99.4 \
    synth.yosys.num_cells 21 \
    hp-start "bcd[3]" \
    clock_buffers 0 \
    vias 205 \
    drv_cap 0 \
    grt_pass1_vias 217 \
    power.net_switching_uw 48.6 \
    seq_area_um2 0 \
    combPwrFrac_pct 100.0 \
    setup_viol 0 \
    grt_setup_unrepaired "true" \
    yosys-top-cells-count "ha_1, a21oi_1" \
    synth_top_cell_by_count "ha_1" \
    seqPwrFrac_pct 0 \
    clock_power_share_pct 0 \
    yosysTopAreaCellShare_pct 40.3 \
    floorplan.die.width_um 80 \
    crit_path_end_kind "output pin" \
    hold_class "input pin to output pin" \
    fp_util_pct 4.54 \
    cp_slowest_cell "or2_1" \
    grt_use_total_pct 1.94 \
]
-- cell type report --
class,count,area (um^2)
fillers,396,2960
multi-input cells,19,241
well taps,46,57.6
inverters,2,22.5
repair buffers,17,135
-- power by group through the flow --
| stage | Clock, uW | Combinational (uW) | Sequential, uW |
|---|---|---|---|
| after CTS | 0 | 104 | 0 |
| after global routing | 0 | 129 | 0 |
| final | 0 | 118 | 0 |
-- worst max-delay path by stage --
stage / start / to / cells past startpoint
after CTS: bcd[0] / leds[5] / 6
after global routing: bcd[0] / leds[3] / 6
final: bcd[0] / leds[5] / 6
-- logic make-up after synthesis --
group / synth area share, %
fa+ha+maj: 40.3
simple gates: 35.5
compound gates: 12.9
mux: 6.45
buf+inv: 4.84
-- placed cells by master (no fill, tap or decap) --
cell,n
buf_2,6
ha_4,4
buf_4,4
a21oi_2,3
inv_8,2
or2_1,2
nand2b_4,2
buf_8,2
buf_6,2
nand2_2,1
nor2b_4,1
mux2i_1,1
nor3b_2,1
and2_4,1
nand2_1,1
a21oi_1,1
ha_2,1
clkbuf_4,1
clkbuf_2,1
clkdlybuf4s15_1,1
-- routing by layer --
metal,GRT usage [%],share of wire (%),vias up
met4,0,0,0
met5,0,0,-
li1,-,-,105
met3,0.341,7.3,0
met2,3.85,55,5
met1,2.18,37,95
-- through the flow --
stage               instances  power [uW]  area (um^2)
finish                     84         118          457
global route               84         129          457
global placement           83        86.6          360
CTS                        84         104          414
floorplan                  21        23.5          155
detailed placement         83        87.5          360
-- timing repair --
action | 4_1_cts | 5_1_grt
gates resized | 59 | 11
pin swaps | 7 | 4
setup buffers | 1 | 0
hold buffers | 0 | 0
endpoints found under the setup margin | 7 | 7
No activity file was given, so power comes from the tool's default toggle rates.
